`flow/run.sh`:
```
#!/bin/bash
# OpenROAD 26Q1-2900-gdf79404cd8, Yosys 0.63+post, stock flow scripts
make -C /OpenROAD-flow-scripts/flow DESIGN_CONFIG=/design/flow/config.mk WORK_HOME=/design/flow/orfs finish
```
`flow/config.mk`:
```
export PLATFORM = sky130hd
export DESIGN_NAME = mac_acc
export DESIGN_NICKNAME = mac_acc
export VERILOG_FILES = /design/flow/design.v
export SDC_FILE = /design/flow/constraint.sdc
export NUM_CORES = 4
export LEC_CHECK = 1
export CORE_UTILIZATION = 40
```
`flow/constraint.sdc`:
```
current_design mac_acc

set clk_period 8.0
set clk_io_pct 0.2

create_clock -name clk0 -period $clk_period [get_ports {clk}]

set non_clock_inputs [all_inputs -no_clocks]
set_input_delay [expr $clk_period * $clk_io_pct] -clock clk0 $non_clock_inputs
set_output_delay [expr $clk_period * $clk_io_pct] -clock clk0 [all_outputs]
```
`flow/design.v`:
```
`timescale 1ns / 1ps
module acc(
OUT, clk, rst, din, b
    );
  output [21:0] OUT;
  input [19:0] din;
  input [7:0] b;  
  input clk, rst;
  reg [21:0] accReg, muxOut;
  reg [21:0] OUT;
  wire sel, en;
  wire [21:0] b_ext, sum;
  adder22 instaAdd22(sum,din, muxOut);
  acc_ctrl instaAccCtrl(en, sel, clk, rst);
  assign b_ext = {{14{b[7]}},b};  
  always @(posedge clk) begin
    if (rst) OUT<= 0;
     else if (en)
        OUT <= sum;
  end
  always @(posedge clk)
    accReg <= sum;
  always @(*) begin
      if (sel)
          muxOut = b_ext;
      else
          muxOut = accReg;
      end
 endmodule
`timescale 1ns / 1ps
module acc_ctrl(
    en,sel, clk, rst
    );
    output en, sel;
    input clk, rst;
    reg [1:0] c_state, n_state;
    parameter s1= 2'b00;
    parameter s2= 2'b01;
    parameter s3= 2'b10;
    parameter s4= 2'b11;
    always @(posedge clk) begin
    if (rst)
        c_state= s1;
    else
        c_state= n_state;
    end 
    always @(c_state) begin
        case(c_state)
            s1: n_state= s2;
            s2: n_state= s3;
            s3: n_state= s4;
            s4: n_state= s1;
        endcase
    end
    assign sel= (c_state==s1)? 1'b1: 1'b0;
    assign en= (c_state== s4)? 1'b1: 1'b0;
endmodule
`timescale 1ns / 1ps
module adder(out, a,b);
    parameter OUT_WIDTH= 1;
    parameter INP_WIDTH= 1;
    output signed [OUT_WIDTH-1:0] out; 
    input signed [INP_WIDTH-1:0] a;
    input signed [INP_WIDTH-1:0] b;
    assign out= a+b;
endmodule
`timescale 1ns / 1ps
module adder22(
    sum,a,b
    );
    output signed [21:0]sum;
    input signed [19:0] a;
    input signed [21:0] b;
    assign sum= a+b;
endmodule
`timescale 1ns / 1ps
module mac(sumOut,clk, pixelsIn, weightsIn);
    output [19:0] sumOut;
    input [127:0] pixelsIn;
    input [127:0] weightsIn;
    input clk;
    reg [127:0] pixels, weights;
    reg [19:0] sumOut;
    reg [135:0] s1reg;     
    wire [19:0] sum;
    wire [255:0]p; 
    wire [135:0] s1;  
    wire [71:0] s2;  
    wire [37:0] s3;  
    always @(posedge clk)
    begin
        pixels<= pixelsIn;
        weights<= weightsIn;
        s1reg <= s1;
        sumOut <= sum;
    end
    genvar multGen, addGen;
    generate
       for(multGen=0; multGen<=15 ;multGen=multGen+1)
        multiplier #(.OUT_WIDTH(16), .INP_WIDTH(8)) multInsta( p[(255-16*multGen):(255-16*multGen-15)],
                             pixels[(127-8*multGen):(127-8*multGen-7)],
                             weights[(127-8*multGen):(127-8*multGen-7)]
                            );      
    endgenerate
    generate
        for(addGen=0; addGen<=7; addGen=addGen+1)
        adder #(.OUT_WIDTH(17), .INP_WIDTH(16)) addInsta(s1[(135-17*addGen):(135-17*addGen-16)]  ,p[(255-2*16*addGen):(255-16*2*addGen-15)],p[(255-16*(2*addGen+1)):(255-16*(2*addGen+1)-15)]); 
    endgenerate
    adder #(.OUT_WIDTH(18), .INP_WIDTH(17)) adderInsta1(s2[71:54],s1reg[135:119],s1reg[118:102]);
    adder #(.OUT_WIDTH(18), .INP_WIDTH(17)) adderInsta2(s2[53:36],s1reg[101:85],s1reg[84:68]);
    adder #(.OUT_WIDTH(18), .INP_WIDTH(17)) adderInsta3(s2[35:18],s1reg[67:51],s1reg[50:34]);
    adder #(.OUT_WIDTH(18), .INP_WIDTH(17)) adderInsta4(s2[17:0],s1reg[33:17],s1reg[16:0]);
    adder #(.OUT_WIDTH(19), .INP_WIDTH(18)) adderInsta5(s3[37:19],s2[71:54],s2[53:36]);
    adder #(.OUT_WIDTH(19), .INP_WIDTH(18)) adderInsta6(s3[18:0],s2[35:18],s2[17:0]);
    adder #(.OUT_WIDTH(20), .INP_WIDTH(19)) adderInsta7(sum,s3[37:19],s3[18:0]);
endmodule
`timescale 1ns / 1ps
module mac_acc(
clk, rst, p,w,b,dout
    );
    input clk, rst;
    output [21:0] dout;
    input [7:0] b;
    input [127:0] p;
    input [127:0] w;
    wire [19:0]out;
    mac macInsta(out, clk, p,w);
    acc accInsta(dout, clk, rst, out, b);
endmodule
`timescale 1ns / 1ps
 module multiplier ( out, a,b );
    parameter OUT_WIDTH= 1;
    parameter INP_WIDTH= 1;
    output signed [OUT_WIDTH-1:0] out; 
    input signed [INP_WIDTH-1:0] a;
    input signed [INP_WIDTH-1:0] b;
    assign out= a*b;
endmodule
```
==> results.cfg <==
; yosys + openroad results
[clock_tree]
clk_pin_slew_worst_paths_ps = 60
cts_tree = built
numCtsBuffers = 56
max-clock-path-buffers = 3
cts_setup_buffers = 0
cts_sinks = 460
root_buffer = clkbuf_16
cts_resized = 0
cts_htree_levels = 2
clock_latency_ps = 670
postCtsHoldBufs = 0

[yosys]
netlist_area_um2 = 56500
synth_seq_share_pct = 16.3
top_area_cell = fa_1
synthDistinctLibCells = 55
yosys_warnings = 3
flop_cell = dfxtp_1
edf_count = 0
syn_avg_cell_area_um2 = 10.3
synth_top_area_share_pct = 44.3
async_flop_share_pct = 0
synthCells = 5481
synth_flops = 460
ys_top_cells_by_area = fa_1 44%, dfxtp_1 16%, ha_1 10%
yosys-stat-area_um2 = 56500
yosysCellCount = 5481

[grt]
grt.total_usage_pct = 19.7
grt_pass1_vias = 38974
grt_max_degree = 24
grt_pass1_wl_um = 206000
gr-total-overflow = 0
antenna_found_initial = 2

[die]
core-area_um2 = 140000
initCoreUtil_pct = 40.4
dieWidth_um = 378
rows = 137
die_height_um = 378
chipArea_um2 = 143000
ios = 288

[routing]
via_per_inst = 4.52
antenna_left = 0
vias = 34971
n_antenna_cell = 0
drt_iter0_markers = 1166
routedWlPerCell_um = 15.8
drc = 0
first_pass_iters = 5
wl_um = 122000

[worst_setup_path]
regToRegSetupSlack_ps = 2010
r2r-end = macInsta.s1reg[50]
cp-start-kind = flop
crit_fanout = 8
worstPathArrival_ps = 6530
critical_path_required_ps = 8540
crit_start = macInsta.pixels[39]
crit_path_end_kind = flop
ff2ff_path_depth = 20
endpoint = macInsta.s1reg[50]
worstSetupPathType = reg2reg
timing.rr.start = macInsta.pixels[39]

[job]
drv_cap = 0
tool_warnings = 25

[timing]
slew_headroom_pct = 58.3
worst_pin_slew_ps = 622
final-setup-viol-count = 0
fin_tns_setup_ps = 0
drv_slew = 0
fin_skew_ps = 37.6
min_period_ps = 5990
hold_viol_final = 0
fin_crit_sh_pct = 74.9
fmax_mhz = 167
rsz0062_at_grt = no

[layout]
layout-drive-gt1-share_pct = 1.91
syn2layout_area_growth_pct = 12.6
final_area_um2 = 63600
fillerInstances = 12976

[worst_hold_path]
hp-class = reg2reg

[outcome]
status = finished clean

[placement]
gp_congestion = 0.919
port_buffers = 287
placed_cell_area_um2 = 61700
dp_hpwl_um = 108000
==> worst max-delay path: stages (launching register included) <==
cell and delay (ps):
dfxtp_1 440, and2_1 490, inv_1 110, fa_1 490
fa_1 520, inv_1 60, fa_1 440, fa_1 480
fa_1 500, inv_1 50, fa_1 470, inv_1 40
ha_1 320, o21a_1 140, nor2_1 50, nor2b_1 200
nor3_1 90, a2111oi_1 540, a311o_1 270, a21oi_2 60
xnor2_1 120
==> through the flow <==
stage | hold WS [ps] | util (%) | setup slack, ps | cells
after global placement | 434 | 44.1 | 2020 | 7632
final | 439 | 45.5 | 2010 | 7736
after CTS | 440 | 45.5 | 1960 | 7736
after detailed placement | 425 | 44.1 | 2000 | 7632
after floorplan | 414 | - | 2400 | 5481
after global routing | 445 | 45.5 | 1520 | 7736
==> sequential cells by signal (all words and copies together), names as in the netlist <==
signal	count
macInsta.weights	128
accInsta.instaAccCtrl.c_state	4
macInsta.s1reg	136
macInsta.pixels	128
accInsta.OUT	22
accInsta.accReg	22
macInsta.sumOut	20
==> per-layer routing <==
metal  GRT usage [%]  part of all wire, %
met4            3.30                  2.2
met3            7.80                  9.2
met2            29.4                   46
met5               0                0.017
met1            29.0                   43
==> synth_stat cells, types with 9 or more instances <==
master    number
inv_1       1451
fa_1        1250
and2_1       616
ha_1         465
dfxtp_1      460
nand2_1      331
xnor2_1      206
nor2_1       174
a21oi_1       99
o21ai_0       48
nand2b_1      46
a21o_1        45
o21a_1        35
xor2_1        35
nor3_1        23
nor2b_1       21
o21ai_1       16
clkbuf_1      14
mux2i_1       14
nand3_1       11
or3_1          9
==> cell type report <==
cell class | count | area, um^2 | area share, %
clock inverter | 32 | 415 | 0.653
tap | 1876 | 2350 | 3.69
clock buffer | 72 | 1520 | 2.39
timing repair buffer | 290 | 2900 | 4.55
sequential | 460 | 9210 | 14.5
multi-input combinational | 3547 | 41800 | 65.6
inverter | 1459 | 5480 | 8.61
==> how the worst min path moves through the flow <==
| stage | from | to | slack, ps | cells past startpoint |
|---|---|---|---|---|
| finish | accInsta.instaAccCtrl.c_state[2] | accInsta.instaAccCtrl.c_state[1] | 440 | 1 |
| global route | accInsta.instaAccCtrl.c_state[2] | accInsta.instaAccCtrl.c_state[1] | 440 | 1 |
| CTS | accInsta.instaAccCtrl.c_state[2] | accInsta.instaAccCtrl.c_state[1] | 440 | 1 |
==> kinds of logic (layout without fill, tap and decap cells) <==
group	Yosys count	count (layout)	synth area share (%)
fa+ha+maj	1715	1715	54.6
buf+inv	1474	1853	9.79
simple gates	1257	1257	11.6
flops	460	460	16.3
compound gates	314	314	3.58
xor+xnor	241	241	3.74
mux	20	20	0.368
==> placed cells by master (no fill, tap or decap), types with 7 or more instances in the layout <==
cell type,Yosys,routed
a21o_1,45,45
a21oi_1,99,99
a22o_1,8,8
a31oi_1,7,7
and2_1,616,616
and3_1,7,7
bufinv_16,0,7
clkbuf_1,14,10
clkbuf_16,0,56
clkdlybuf4s50_1,0,287
clkinv_1,8,8
clkinv_2,0,7
dfxtp_1,460,460
fa_1,1250,1250
ha_1,465,465
inv_1,1451,1451
inv_6,0,7
mux2i_1,14,14
nand2_1,331,331
nand2b_1,46,46
nand3_1,11,11
nor2_1,174,174
nor2b_1,21,21
nor3_1,23,23
o21a_1,35,35
o21ai_0,48,48
o21ai_1,16,16
o21bai_1,8,8
or3_1,9,9
xnor2_1,206,206
xor2_1,35,35
